==> flow/design.v <==
`timescale 1ns / 1ps
module seven(
    input clk,
    input rst,
    output reg rclk,
	 output a,
    output b,
    output c,
    output d,
    output e,
    output f,
    output g,
    output dp,
    output [3:0]an
    );
reg [3:0]first;  
reg [3:0]second;  
reg [3:0]third;
reg [3:0]fourth;
reg [26:0]count;
reg [6:0]min;
reg [6:0]sec;
always@(posedge clk)
begin
if(rst)
begin
count = 0;
rclk = 1'b1;
sec = 0;
min = 0;
end
count = count+1;
if(count == 50000000)
begin
rclk = !rclk;
sec = sec+1 ;
if(sec == 60)
begin
min = min+1;
sec = 0;
end
if(min == 60)
begin
min = 0;
end
count = 0;
end
end
always@(posedge rclk)
begin
if(rst)
begin
first <= 0;
second <= 0;
third <= 0;
fourth <= 0;
end
else if (first==4'd9) 
begin   
first <= 0;
if (second == 4'd5)  
begin
second <= 0;
third <= third + 1;
if (third == 4'd9)
begin
third <= 0;
fourth <= fourth + 1;
end
end
else
second <= second + 1;  
end
else
first <= first + 1;
end
localparam N = 18;
reg [N-1:0]co;
always @ (posedge clk)
begin
if (rst)
co <= 0;
else
co <= co + 1;
end
reg [6:0]sseg;
reg [3:0]an_temp;
always @ (*)
 begin
  case(count[N-1:N-2])
   2'b00 : 
    begin
     sseg = first;
     an_temp = 4'b1110;
    end
   2'b01:
    begin
     sseg = second;
     an_temp = 4'b1101;
    end
   2'b10:
    begin
     sseg = third; 
     an_temp = 4'b1011;
    end
   2'b11:
    begin
     sseg = fourth; 
     an_temp = 4'b0111;
    end
  endcase
 end
assign an = an_temp;
reg [6:0] sseg_temp; 
always @ (*)
 begin
  case(sseg)
   4'd0 : sseg_temp = 7'b1000000;  
   4'd1 : sseg_temp = 7'b1111001;  
   4'd2 : sseg_temp = 7'b0100100;  
   4'd3 : sseg_temp = 7'b0110000;  
   4'd4 : sseg_temp = 7'b0011001;  
   4'd5 : sseg_temp = 7'b0010010;  
   4'd6 : sseg_temp = 7'b0000010;  
   4'd7 : sseg_temp = 7'b1111000;  
   4'd8 : sseg_temp = 7'b0000000;  
   4'd9 : sseg_temp = 7'b0010000;  
   default : sseg_temp = 7'b0111111;  
  endcase
 end
assign {g, f, e, d, c, b, a} = sseg_temp; 
assign dp = 1'b1;  
endmodule
==> flow/run.sh <==
#!/bin/bash
# OpenROAD 26Q1-2900-gdf79404cd8, Yosys 0.63+post, stock flow scripts
make -C /OpenROAD-flow-scripts/flow DESIGN_CONFIG=/design/flow/config.mk WORK_HOME=/design/flow/orfs finish
==> flow/config.mk <==
export PLATFORM = sky130hd
export DESIGN_NAME = seven
export DESIGN_NICKNAME = seven
export VERILOG_FILES = /design/flow/design.v
export SDC_FILE = /design/flow/constraint.sdc
export NUM_CORES = 4
export LEC_CHECK = 1
export CORE_UTILIZATION = 50
==> flow/constraint.sdc <==
current_design seven

set clk_period 7.7
set clk_io_pct 0.2

create_clock -name clk0 -period $clk_period [get_ports {clk}]

set non_clock_inputs [all_inputs -no_clocks]
set_input_delay [expr $clk_period * $clk_io_pct] -clock clk0 $non_clock_inputs
set_output_delay [expr $clk_period * $clk_io_pct] -clock clk0 [all_outputs]
==> out/results.ini <==
[final_timing]
fin_crit_ns=4.80
slew_violations=0
rsz0062_at_grt=false
unclocked_regs=16
setup_tns_ns=0
untimed_endpoints=16
finalCritPeriodShare_pct=62.4
tightest_slew_ns=0.596
slew_headroom_pct=60.3
clock-skew-final_ns=0.00106
final_hold_viol_count=0
fmax_mhz=208
setup_viol=0

[die]
core_um2=4820
ioPinCount=15
die_w_um=73.6
initial_core_util_pct=53.2
fp.dieH_um=73.6
dieArea_um2=5420
rows=25

[detailed_routing]
drt-initial-drc-count=113
routedWlPerCell_um=12.7
m1WireLength_um=2690
ant_nets=0
wirelength_um=4770
highest_layer=met4
viasPerCell=5.41
wl_met3_um=183
drc_errors=0
met2_length_um=1890
antennaDiodeCount=0
vias=2035
detail_route.first_pass.iterations=4

[yosys]
ys_area_um2=2560
yosysSeqAreaShare_pct=34.3
syn_inst=303
ys.warnings.count=1
synth-seq-cells=44
synth_area_per_cell_um2=8.47
yosys_cells=303
syn_area_um2=2560
ys_types=44
top_cells_by_area=dfxtp_1, nor2_1, xnor2_1
yosysTopAreaCell=dfxtp_1
top_area_share_pct=34.3

[global_route]
grt_start_max_net_pins=51
grt_util_all_layers_pct=19.3
gr-total-overflow=0
first_global_vias=1684
antenna_found_initial=0
grt_pass1_wl_um=8020

[worst_setup_path]
cp.required_ns=7.88
cp_num_buf_inv=3
end_kind=register
crit-reg2reg-launch=count[0]$_SDFF_PN0_
critPathLaunch=rst
cp_common_cell=or4_1
cpLargestDelayFamily=simple AND/OR/NAND/NOR gates
regToRegSetupSlack_ns=4.22
timing.rr.end=count[15]$_SDFF_PN0_
reg2regPathDepth=10
worstPathMaxFanout=50
crit_type=input port to register
slowest_delay_ns=0.65
startpoint_type=input port
crit_arrival_ns=4.98
cpMaxStageDelayCell=and4b_1
crit_chain=buf_2 -> buf_4 -> nand2b_1 -> inv_1 -> ha_1 -> nand4_4 -> or4_1 -> a21oi_1 -> a31oi_1 -> or4_1 -> and4b_1 -> o21ba_2

[clocking]
cts_hold_buf=0
clock_latency_ns=0.27
htree_num_levels=1
tritoncts=yes
cts_inserted_buffers=3
cts_buffer_depth=2
postCtsResizedCells=0
postCtsSetupRepairBufs=0
cts-root-buf=clkbuf_8
clkTransAtPathRegs_ns=0.09

[cells_and_area]
layout_top_cells=nor2_1, dfxtp_1, a21oi_1
design_area_um2=2770
drive_gt1_share_pct=5.50
lay_top_count=nor2_1
area_growth_pct=8.05

[placement]
numPortBuffers=13
gp_congestion=0.844
placed_area_um2=2720
hpwlAfterDp_um=3450

[worst_hold_path]
holdPathEnd=count[26]$_SDFF_PN0_
worstHoldPathType=register to register
worstHoldPathCells=2
min_from=count[26]$_SDFF_PN0_

[job]
maxCapViolCount=0
tool_warnings=31

[outcome]
status=completed

[power]
p_leak_nw=0.972
pwr_density_cell_nw_per_um2=91.8
vdd_ir_drop_max_mv=0.124

==> worst min-delay path: stages (launching register included) <==
cell	delay, ns
dfxtp_1	0.34
o21ai_0	0.07
a21oi_1	0.06
==> routing by layer <==
layer  vias to the layer above  GRT usage, %
li1                       1063             -
met3                         2          3.74
met4                         0         0.641
met1                       939          33.9
met5                         -             0
met2                        31          26.4
==> registers in the layout, indices dropped and copies added, names as in the netlist <==
name	flops
second	4
first	4
rclk	1
third	4
count	27
fourth	4
==> logic make-up after synthesis <==
| logic type | Yosys count | synth area share, % |
|---|---|---|
| xor gates and xnor gates | 27 | 9.22 |
| AOI/OAI and AO/OA | 39 | 8.88 |
| muxes | 8 | 5.07 |
| and+or+nand+nor | 150 | 33.5 |
| adders and majority gates | 9 | 4.39 |
| buffers and inverters | 25 | 4.44 |
| other | 1 | 0.146 |
| DFF | 44 | 34.3 |
==> cell usage after synthesis <==
| master | count |
|---|---|
| nor4b_1 | 1 |
| dfxtp_1 | 44 |
| nand2b_1 | 15 |
| nor4_4 | 2 |
| o21a_1 | 1 |
| or2_2 | 1 |
| nand3b_1 | 2 |
| nand3_1 | 13 |
| a21oi_1 | 19 |
| xnor2_1 | 16 |
| and2_1 | 1 |
| nor3b_1 | 2 |
| conb_1 | 1 |
| nor2_1 | 47 |
| ha_1 | 9 |
| buf_6 | 1 |
| a211oi_1 | 2 |
| inv_1 | 13 |
| nor4_1 | 3 |
| or3_1 | 7 |
| mux4_2 | 4 |
| buf_1 | 1 |
| clkbuf_1 | 6 |
| and3_1 | 4 |
| or4_1 | 2 |
| o21ba_2 | 1 |
| nor2b_1 | 8 |
| a31oi_1 | 1 |
| nand4_1 | 8 |
| nand4b_1 | 3 |
| and4b_1 | 2 |
| or4b_1 | 1 |
| nand4_4 | 3 |
| o21ai_0 | 10 |
| xor2_1 | 11 |
| clkbuf_2 | 1 |
| a41oi_1 | 1 |
| o32ai_1 | 1 |
| buf_4 | 3 |
| nand2_1 | 14 |
| mux2i_1 | 4 |
| a211o_1 | 2 |
| nor3_1 | 11 |
| a311oi_1 | 1 |
==> metrics by stage <==
step | utilization [%] | instances | hold WS, ns | power [W] | setup slack, ns
global placement | 56.4 | 372 | 0.488 | 0.000166 | 2.67
floorplan | - | 303 | 0.458 | 0.000163 | 3.20
finish | 57.5 | 376 | 0.505 | 0.000255 | 2.90
global route | 57.5 | 376 | 0.522 | 0.000267 | 2.72
detailed placement | 56.4 | 372 | 0.493 | 0.000166 | 2.60
CTS | 57.5 | 376 | 0.507 | 0.000258 | 2.90
==> final cells by class <==
class	count	area, µm²
multi-input combinational	234	1570
tap	67	83.8
fill	450	2050
inverter	13	48.8
clock buffer	4	55.1
sequential	44	881
timing repair buffer	14	133
==> power by group <==
group          switching [W]  internal, W  total (W)
Combinational     0.00000699   0.00000432  0.0000113
Sequential        0.00000465     0.000147   0.000152
Clock              0.0000458    0.0000458  0.0000916
Total              0.0000574     0.000197   0.000255
==> worst max-delay path by stage <==
stage,endpoint,slack (ns),depth (start not counted)
CTS,count[15]$_SDFF_PN0_,2.90,12
global route,count[15]$_SDFF_PN0_,2.72,12
finish,count[15]$_SDFF_PN0_,2.90,12
Power is estimated from default activity; no workload was simulated.
